$ cat ./config.mk
export PLATFORM = sky130hd
export DESIGN_NAME = lcd_init
export DESIGN_NICKNAME = lcd_init
export VERILOG_FILES = /design/flow/design.v
export SDC_FILE = /design/flow/constraint.sdc
export NUM_CORES = 4
export LEC_CHECK = 1
export CORE_UTILIZATION = 30
$ cat ./constraint.sdc
current_design lcd_init

set clk_period 20.1
set clk_io_pct 0.2

create_clock -name clk0 -period $clk_period [get_ports {clk}]

set non_clock_inputs [all_inputs -no_clocks]
set_input_delay [expr $clk_period * $clk_io_pct] -clock clk0 $non_clock_inputs
set_output_delay [expr $clk_period * $clk_io_pct] -clock clk0 [all_outputs]
$ cat ./design.v
`timescale 1ns / 1ps
module lcd_init(
    input clk,
	 output reg [11:8] SF_D,
	 output reg LCD_E,
	 output reg LCD_RS,
	 output reg LCD_RW
);
reg [3:0] init_stage_counter;
reg [19:0] init_counter;
parameter cinit = 750000;
parameter cp = 12;
parameter c4p1ms = 205000;
parameter c100us = 5000;
parameter c40us = 2000;
initial
begin
	init_counter = 0;
	init_stage_counter = 0;
	SF_D = 0;
	LCD_E = 0;
	LCD_RS = 0;
	LCD_RW = 0;
end
always @(posedge clk)
begin
	if(init_stage_counter==0 && init_counter>=cinit)
		begin
			init_stage_counter = 1;
			init_counter = 0;
			SF_D = 4'h3;
			LCD_E = 1;
		end
	if(init_stage_counter==1 && init_counter>=cp)
		begin
			init_stage_counter = 2;
			init_counter = 0;
			SF_D = 4'h0;
			LCD_E = 0;
		end
	if(init_stage_counter==2 && init_counter>=c4p1ms)
		begin
			init_stage_counter = 3;
			init_counter = 0;
			SF_D = 4'h3;
			LCD_E = 1;
		end
	if(init_stage_counter==3 && init_counter>=cp)
		begin
			init_stage_counter = 4;
			init_counter = 0;
			SF_D = 4'h0;
			LCD_E = 0;
		end
	if(init_stage_counter==4 && init_counter>=c100us)
		begin
			init_stage_counter = 5;
			init_counter = 0;
			SF_D = 4'h3;
			LCD_E = 1;
		end
	if(init_stage_counter==5 && init_counter>=cp)
		begin
			init_stage_counter = 6;
			init_counter = 0;
			SF_D = 4'h0;
			LCD_E = 0;
		end
	if(init_stage_counter==6 && init_counter>=c40us)
		begin
			init_stage_counter = 7;
			init_counter = 0;
			LCD_E = 1;
			SF_D = 4'h3;
		end
	if(init_stage_counter==7 && init_counter>=cp)
		begin
			init_stage_counter = 8;
			init_counter = 0;
			SF_D = 4'h0;
			LCD_E = 0;
		end
	if(init_stage_counter==8 && init_counter>=c40us)
		begin
			init_stage_counter = 9;
			init_counter = 0;
		end
	if(init_stage_counter==9)
		begin
			if(init_counter==1)
				begin
					LCD_E = 0;
					SF_D = 4'b0010;
				end
			if(init_counter==3)
				begin
					LCD_E = 1;
				end
			if(init_counter==15)
				begin
					LCD_E = 0;
					SF_D = 4'b1000;
				end
			if(init_counter==65)
				begin
					LCD_E = 1;
				end
			if(init_counter==2065)
				begin
					init_counter = 0;
					init_stage_counter = 10;
				end
		end
	if(init_stage_counter==10)
		begin
			if(init_counter==1)
				begin
					LCD_E = 0;
					SF_D = 4'b0000;
				end
			if(init_counter==3)
				begin
					LCD_E = 1;
				end
			if(init_counter==15)
				begin
					LCD_E = 0;
					SF_D = 4'hC;
				end
			if(init_counter==65)
				begin
					LCD_E = 1;
				end
			if(init_counter==2065)
				begin
					init_counter = 0;
					init_stage_counter = 11;
				end
		end
	if(init_stage_counter==11)
		begin
			if(init_counter==1)
				begin
					LCD_E = 0;
					SF_D = 4'b0000;
				end
			if(init_counter==3)
				begin
					LCD_E = 1;
				end
			if(init_counter==15)
				begin
					LCD_E = 0;
					SF_D = 4'hC;
				end
			if(init_counter==65)
				begin
					LCD_E = 1;
				end
			if(init_counter==2065)
				begin
					init_counter = 0;
					init_stage_counter = 12;
				end
		end
	if(init_stage_counter==12)
		begin
			if(init_counter==1)
				begin
					LCD_E = 0;
					SF_D = 4'b0000;
				end
			if(init_counter==3)
				begin
					LCD_E = 1;
				end
			if(init_counter==15)
				begin
					LCD_E = 0;
					SF_D = 4'b0001;
				end
			if(init_counter==65)
				begin
					LCD_E = 1;
				end
			if(init_counter==101)
				begin
					LCD_E = 0;
				end
			if(init_counter>=100000)
				begin
					init_counter = 0;
					init_stage_counter = 13;
					DONE = 1;
				end
		end
	if(init_stage_counter!=13)
		begin
			init_counter = init_counter + 1;
		end
end
endmodule
$ cat ./run.sh
#!/bin/bash
# OpenROAD 26Q1-2900-gdf79404cd8, Yosys 0.63+post, stock flow scripts
make -C /OpenROAD-flow-scripts/flow DESIGN_CONFIG=/design/flow/config.mk WORK_HOME=/design/flow/orfs finish
==> impl_metrics.toml <==
# generated from flow reports
[run_status]
outcome = "completed"

[die]
die_w_um = 103
die_area_um2 = 10700
dieHeight_um = 103
core_um2 = 9860
rows = 36
design.portCount = 8
fp_util = 0.312

[place]
io_buffers = 5
placed_area_um2 = 3170
pre_cts_slack_ps = 15270
gp_congestion = 1.08
dpl.hpwl_mm = 8.40

[drt]
antenna_left = 0
num_antenna_cells = 0
drc = 0
routed_wl_mm = 11.0
dr_total_vias = 3527
viasPerCell = 6.45
first_pass_iters = 5
drtIter0Drc = 497
wl_per_cell_um = 20.2

[timing]
hold_viol = 0
maxSlewHeadroom = 0.400
setup_slack_ps = 14960
report.final.slew_viol_count = 0
min_period_ps = 5140
setup_viol = 0
fin_worst_skew_ps = 6.72
tightest_slew_ps = 899
fin_crit_sh = 0.256
max_freq_mhz = 195
tns_ps = 0
rsz0062_at_grt = "false"

[global_route]
antenna_found_initial = 0
grt_max_degree = 20
grt-ovfl-total = 0
track_usage = 0.223
grt_util_met1 = 0.336
first_global_vias = 3122
grt_pass1_wl_mm = 17.6
met3_usage = 0.0280
top_usage_layer = "met1"
use_met2 = 0.334

[clock_network]
htree_levels = 2
cts_buffer_depth = 2
clock-sinks = 29
cts_inserted_buffers = 5
cts_tree = "built"
cts_setup_buffers = 0
clkTransAtPathRegs_ps = 70
ctsRootBufferMaster = "clkbuf_8"
clock_latency_ps = 290
cts_resized = 0
postCtsHoldBufs = 0

[hold_path]
hold_path.class = "reg -> reg"

[pwr]
ir_drop_v = 0.0000166
power_leakage_nw = 0.993
total_power_mw = 0.107
cellPowerDensity_nw_per_um2 = 32.9

[critical_path]
path_class = "reg -> out"
required_ps = 16080
cp_max_fo = 2
arrival_ps = 1120
end_kind = "output pin"
slowest_delay_ps = 470
r2r_end = "init_counter[12]$_DFF_P_"
r2r_slack_ps = 15200
crit_family = "buffers and inverters"
cp.depth = 1
cp_cell_sequence = "clkdlybuf4s50_1"
r2r_start = "init_counter[11]$_DFF_P_"
reg2regPathDepth = 12
cp-start-kind = "flop"
worstSetupEndpoint = "SF_D[9]"
cp_slowest_cell = "clkdlybuf4s50_1"
startpoint = "SF_D[9]$_DFF_P_"
crit_buf_inv = 1

[flow_run]
max_cap_violations = 0
warnings = 25

[yosys]
ys_seq_elements = 29
ys_chip_area_um2 = 3080
syn_inst = 423
synth_warnings = 3
synth_seq_share = 0.189
synth-async-reset-ratio = 0
ys_types = 80
synth_area_um2 = 3080
ys_cells = 423
avgSynthCellArea_um2 = 7.28
edf_count = 0
ff_type = "dfxtp_1"

[layout]
mostFrequentLayoutCell = "nand2_1"
finalInstanceArea_um2 = 3250
syn_to_final_growth_pct = 5.61
layout_top_cells = "nand2_1, nor2_1, dfxtp_1, nand4_1, a21oi_1"
final_util = 0.330
drive_above_1_share = 0.123
-- worst register-to-register path, stage by stage, from the launching register on --
cell      delay (ps)
dfxtp_1          450
or2_1            410
a311o_1          410
a21oi_4          320
o21ai_2          150
a21boi_2         280
o31a_1           650
nand4_1          250
nor4b_2          630
nor3_1           200
o22a_2           340
nor4_1           340
mux2_2           370
-- per-stage QoR --
step	cells	hold slack, ps
after floorplan	424	485
after global placement	539	546
after detailed placement	539	557
after CTS	547	568
after global routing	547	604
final	547	554
-- worst min-delay path by stage --
stage | start | depth (start not counted) | slack, ps | end
4_1_cts | init_counter[19]$_DFF_P_ | 2 | 570 | init_counter[19]$_DFF_P_
5_1_grt | init_counter[19]$_DFF_P_ | 2 | 600 | init_counter[19]$_DFF_P_
6_report | init_counter[19]$_DFF_P_ | 2 | 550 | init_counter[19]$_DFF_P_
-- cells by family (layout without fill, tap and decap cells) --
logic type / Yosys count / after routing / synth area share
AND/OR/NAND/NOR: 240 / 240 / 0.446
AND-OR/OR-AND: 114 / 114 / 0.279
buffers and inverters: 30 / 20 / 0.0569
flip-flops: 29 / 29 / 0.189
XOR/XNOR: 5 / 5 / 0.0142
multiplexers: 3 / 3 / 0.0102
adder cells (fa/ha/maj): 1 / 1 / 0.00406
other: 1 / 2 / 0.00122
-- flip-flops by register name, indices dropped and copies added (netlist names) --
| name | flops |
|---|---|
| init_stage_counter | 4 |
| LCD_E | 1 |
| init_counter | 20 |
| SF_D | 4 |
-- cell usage after synthesis, types with 6 or more instances --
library cell | count | area (um^2)
a211oi_1 | 6 | 45.0
clkbuf_1 | 6 | 22.5
o31ai_1 | 7 | 52.6
o21ai_0 | 16 | 80.1
nand4_1 | 23 | 144
nor4_1 | 12 | 75.1
or3_1 | 11 | 68.8
nand2_1 | 51 | 191
nand3_1 | 21 | 105
a31o_2 | 6 | 52.6
a31oi_1 | 6 | 37.5
buf_2 | 11 | 55.1
dfxtp_1 | 29 | 581
nor2_1 | 45 | 169
and3_1 | 6 | 37.5
nor3_1 | 21 | 105
a21oi_1 | 22 | 110
-- routing by layer --
metal / vias up / part of all wire
li1: 1612 / -
met1: 1676 / 0.43
met2: 205 / 0.44
met3: 34 / 0.089
met4: 0 / 0.040
met5: - / 0
-- layout make-up --
class | instances | area (um^2)
inverters | 3 | 11.3
repair buffers | 9 | 80.1
clock inverters | 3 | 17.5
clock buffers | 5 | 68.8
flip-flops and latches | 29 | 581
fillers | 1050 | 6610
well taps | 133 | 166
multi-input cells | 365 | 2330
-- report_power, final --
group          total (mW)  switching (mW)  internal, mW
Clock              0.0494          0.0255        0.0239
Combinational  0.00000664      0.00000593             0
Sequential         0.0574               0        0.0574
